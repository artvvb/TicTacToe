===== design/flow/run.sh =====
#!/bin/bash
# OpenROAD 26Q1-2900-gdf79404cd8, Yosys 0.63+post, stock flow scripts
make -C /OpenROAD-flow-scripts/flow DESIGN_CONFIG=/design/flow/config.mk WORK_HOME=/design/flow/orfs finish

===== design/flow/constraint.sdc =====
current_design reg_array

set clk_period 7.3
set clk_io_pct 0.2

create_clock -name clk0 -period $clk_period [get_ports {clk}]

set non_clock_inputs [all_inputs -no_clocks]
set_input_delay [expr $clk_period * $clk_io_pct] -clock clk0 $non_clock_inputs
set_output_delay [expr $clk_period * $clk_io_pct] -clock clk0 [all_outputs]

===== design/flow/config.mk =====
export PLATFORM = sky130hd
export DESIGN_NAME = reg_array
export DESIGN_NICKNAME = reg_array
export VERILOG_FILES = /design/flow/design.v
export SDC_FILE = /design/flow/constraint.sdc
export NUM_CORES = 4
export LEC_CHECK = 1
export CORE_UTILIZATION = 50

===== design/flow/design.v =====
`timescale 1ns / 1ps
module go_encode(
    input [31:0] mem,
    output [9:0] gameover
    );
    wire [15:0] line;
    assign line[ 0] = mem[ 0] & mem[ 2] & mem[ 4];
    assign line[ 1] = mem[ 8] & mem[10] & mem[12];
    assign line[ 2] = mem[16] & mem[18] & mem[20];
    assign line[ 3] = mem[ 0] & mem[ 8] & mem[16];
    assign line[ 4] = mem[ 2] & mem[10] & mem[18];
    assign line[ 5] = mem[ 4] & mem[12] & mem[20];
    assign line[ 6] = mem[ 0] & mem[10] & mem[20];
    assign line[ 7] = mem[ 4] & mem[10] & mem[16];
    assign line[ 8] = mem[ 1] & mem[ 3] & mem[ 5];
    assign line[ 9] = mem[ 9] & mem[11] & mem[13];
    assign line[10] = mem[17] & mem[19] & mem[21];
    assign line[11] = mem[ 1] & mem[ 9] & mem[17];
    assign line[12] = mem[ 3] & mem[11] & mem[19];
    assign line[13] = mem[ 5] & mem[13] & mem[21];
    assign line[14] = mem[ 1] & mem[11] & mem[21];
    assign line[15] = mem[ 5] & mem[11] & mem[17];
    genvar i;
    generate for (i=0; i<8; i=i+1)
        assign gameover[i] = line[i] | line[i+8];
    endgenerate
    assign gameover[8] = gameover[9] & |line[15:8];  
    assign gameover[9] = |gameover[7:0];  
endmodule
`timescale 1ns / 1ps
module reg_array(
    input clk,
    input rst,
    input wen,           
    input [1:0] I,       
    input [3:0] waddr,   
    input [3:0] raddr,   
    input save,          
    output [1:0] Y,      
    output [1:0] wY,     
    output [9:0] gameover,       
    output [9:0] gameover_vga    
    );
    reg [31:0] mem, memO; 
    always@(posedge clk, posedge rst)
        if (rst == 1'b1)
            mem <= 'b0;
        else if (wen == 1'b1)
            if (|gameover)
                mem <= 'b0;  
            else
                mem <= (mem & ~(32'd3 << ({1'b0, waddr} << 1))) | ({30'd0, I} << ({1'b0, waddr} << 1));
        else
            mem <= mem;
    always@(posedge clk, posedge rst)
        if (rst == 1'b1)
            memO <= 'b0;
        else if (save == 1'b1)
            memO <= mem;
        else
            memO <= memO;
    assign  Y = memO >> ({1'b0, raddr} << 1);
    assign wY = mem  >> ({1'b0, waddr} << 1);  
    go_encode m0 (
        .mem(mem),
        .gameover(gameover)
    );
    go_encode m1 (
        .mem(memO),
        .gameover(gameover_vga)
    );
endmodule

==> metrics.yaml <==
status: "finished clean"
flop_cell: "dfrtp_1"
place.gp.congestion: 0.997
slowest_stage: "clkdlybuf4s50_1"
setup_viol: 0
wire_per_inst_um: 21.3
numCtsBuffers: 9
antenna_found_initial: 0
design.core.area_um2: 6530
synth_top_cell_by_area: "dfrtp_1"
pin_count: 38
avgViaCountPerCell: 6.43
critPathCaptureType: "primary output"
antenna_left: 0
wirelength_um: 9020
area_growth_pct: 17.9
pre_cts_ws_ps: 1860
power.internal_uw: 908
fp.dieW_um: 85.3
max_slew_margin_pct: 44.9
regArea_um2: 1600
rows: 29
yosys-stat-area_um2: 3470
fmax_ghz: 0.185
clockBufferDepth: 2
synth.cell_area_um2: 3470
finalCritPeriodShare_pct: 74.2
whs_ps: 505
num-fill-cells: 512
cts_tree: "yes"
dieArea_um2: 7280
r2r-start: "mem[11]$_DFFE_PP0P_"
drtIter0Drc: 228
grt_pass1_vias: 2687
fp_util_pct: 53.1
critical_path_class: "in -> out"
topCellsByArea: "dfrtp_1 46%, mux4_2 13%, mux2_2 10%, o22ai_1 5.4%, nand3_1 4.0%"
vias: 2719
synth_flops: 64
grt_overflow: 0
hold_buffers: 0
combGateArea_um2: 1660
synth-edff-count: 0
instances_no_fill: 423
switching_power_uw: 489
finalCriticalPeriod_ps: 5420
synth_area_per_cell_um2: 11.4
worstPathMaxFanout: 18
first_pass_iters: 4
seq_power_share_pct: 48.9
cellLeakagePower_nw: 1.79
ys_types: 25
drc: 0
setup-tns-final_ps: 0
track_usage_pct: 28.0
openroad.warnings: 26
common_cells: "64 x dfrtp_1, 35 x inv_1, 32 x mux2_2, 30 x o22ai_1, 28 x nand3_1"
hold_class: "reg -> reg"
die_height_um: 85.3
yosys_cells: 305
p_per_area_nw_per_um2: 342
grt_max_degree: 59
path_cells: "clkdlybuf4s50_1, mux4_2, mux4_2, clkdlybuf4s50_1"
fin_ws_ps: 1880
h-tree-depth: 3
start_kind: "input port"
cts_resized: 0
clkLatencyLatePin_ps: 330
grt_pass1_wl_um: 14500
yosysSeqAreaShare_pct: 46.2
rsz0062_at_grt: "no"
cts.sinks: 64
critPathArrivalTime_ps: 3960
syn-instance-count: 305
post-cts-setup-buffers: 0
startpoint: "waddr[0]"
clock-root-buffer: "clkbuf_8"
antenna_cells: 0
place_inst: 407
power_frac_clock_pct: 21.5
finClkSkew_ps: 8.81
dpl.hpwl_um: 6610
max_stage_delay_ps: 1010
drive_gt1_share_pct: 22.5
hold_violations: 0
critPathRequiredTime_ps: 5840
clk_pin_slew_worst_paths_ps: 70
ys_async_sr_fraction_pct: 100
combinationalPowerShare_pct: 29.6
drv_slew: 0
vdd_drop_max_mv: 0.214
p_sw_share_pct: 35.0
yosysTopAreaCellShare_pct: 46.2
min_from: "memO[30]$_DFFE_PP0P_"
most_common_cell: "dfrtp_1"
yosysWarnings: 1
io_buffers: 37
max_slew.worst_pin.slew_ps: 824
cap_violations: 0
[power by group through the flow]
stage	clock network [mW]	registers, mW	logic, mW
after global routing	0.325	0.700	0.453
final	0.301	0.683	0.413
after CTS	0.308	0.677	0.412
[state kept, by name, indices dropped and copies added (netlist names)]
register,count
mem,32
memO,32
[through the flow]
| stage | utilization, % | power [mW] | cell area (um^2) |
|---|---|---|---|
| 2_1_floorplan | - | 0.895 | 3470 |
| 3_3_place_gp | 59.6 | 1.09 | 3890 |
| 3_5_place_dp | 59.6 | 1.09 | 3890 |
| 4_1_cts | 62.6 | 1.40 | 4090 |
| 5_1_grt | 62.6 | 1.48 | 4090 |
| 6_report | 62.6 | 1.40 | 4090 |
[layout by cell type (no fill, tap or decap)]
master | netlist | routed
clkinv_2 | 0 | 2
nor2b_1 | 4 | 4
and2_1 | 3 | 3
nand2b_1 | 1 | 1
o31ai_1 | 8 | 8
bufinv_16 | 0 | 1
or2_2 | 1 | 1
nand4_1 | 5 | 5
inv_2 | 0 | 1
nand2_1 | 24 | 24
a221o_1 | 2 | 2
nor2_1 | 2 | 2
nor4_1 | 2 | 2
clkbuf_1 | 5 | 2
nor4_4 | 2 | 2
clkbuf_8 | 0 | 11
buf_4 | 2 | 4
mux4_2 | 20 | 20
o22ai_1 | 30 | 30
a31oi_1 | 16 | 16
clkdlybuf4s50_1 | 0 | 37
inv_1 | 35 | 34
dfrtp_1 | 64 | 64
o32ai_1 | 4 | 4
a22o_1 | 2 | 2
mux2_2 | 32 | 32
nand3_1 | 28 | 28
nand4_2 | 4 | 4
[metal layers]
layer	track usage, %	part of all wire [%]	vias to the layer above
met5	0	0	-
met4	3.79	1.9	0
met3	6.71	8.3	13
met2	43.5	47	141
met1	44.7	43	1329
li1	-	-	1236
[critical path, delay by kind of cell]
kind	cells	cell delay (ps)
buffers and inverters	2	1420
multiplexers	2	1080
[final cells by class]
class                   count  area share (%)
flip-flops and latches     64            39.2
clock buffers              13            3.88
repair buffers             41            9.79
well taps                  77            2.36
clock inverters             3           0.979
multi-input cells         190            40.6
inverters                  35            3.21
[final timing paths]
path | end | slack [ps] | cells past startpoint
max in group asynchronous | mem[26]$_DFFE_PP0P_ | 5020 | 3
min reg2reg | memO[30]$_DFFE_PP0P_ | 510 | 1
min | memO[30]$_DFFE_PP0P_ | 510 | 1
min in group asynchronous | memO[17]$_DFFE_PP0P_ | 1320 | 2
max reg2reg | mem[15]$_DFFE_PP0P_ | 5230 | 6
max | wY[1] | 1880 | 4
[logic make-up (layout without fill, tap and decap cells)]
group                  Yosys count  after routing  share of synthesized area, %
muxes                           52             52                          23.4
DFF                             64             64                          46.2
buffers and inverters           51             92                          5.95
AOI/OAI and AO/OA               62             62                          12.1
and+or+nand+nor                 76             76                          12.4
Power figures rest on the tool's default switching activity, not on a simulated workload.
