## ./design.v

```verilog
`timescale 1ns / 1ps
module btn_flsm(
    input clk,
    input rst,
    input btnC,  
    input btnR,  
    input btnL,  
    input btnU,  
    input btnD,  
    input [1:0] ud,          
    input [9:0] gameover,    
    output reg [3:0] addr,   
    output reg [1:0] wd,     
    output wire wen          
    );
    wire [4:0] p, db; 
    debouncer dbC (clk, rst, btnC, db[0]); 
    debouncer dbL (clk, rst, btnL, db[1]);
    debouncer dbR (clk, rst, btnR, db[2]);
    debouncer dbU (clk, rst, btnU, db[3]);
    debouncer dbD (clk, rst, btnD, db[4]);
    pulser pC (clk, rst, db[0], p[0]); 
    pulser pL (clk, rst, db[1], p[1]);
    pulser pR (clk, rst, db[2], p[2]);
    pulser pU (clk, rst, db[3], p[3]);
    pulser pD (clk, rst, db[4], p[4]);
    assign wen = p[0];
    always@(posedge clk, posedge rst)
        if (rst == 1'b1)
            addr[1:0] <= 2'b0;
        else if (p[2:1] == 2'b10) 
            addr[1:0] <= (addr[1:0] == 2'd2) ? 2'd0 : addr[1:0] + 1'b1;
        else if (p[2:1] == 2'b01)
            addr[1:0] <= (addr[1:0] == 2'd0) ? 2'd2 : addr[1:0] - 1'b1;
        else
            addr[1:0] <= addr[1:0];
    always@(posedge clk, posedge rst)
        if (rst == 1'b1)
            addr[3:2] <= 2'b0;
        else if (p[4:3] == 2'b10)
            addr[3:2] <= (addr[3:2] == 2'd2) ? 2'd0 : addr[3:2] + 1'b1;
        else if (p[4:3] == 2'b01)
            addr[3:2] <= (addr[3:2] == 2'd0) ? 2'd0 : addr[3:2] - 1'b1;
        else
            addr[3:2] <= addr[3:2];
    always@(posedge clk, posedge rst)
        if (rst == 1'b1)
            wd <= 2'b01;
        else if (p[0] == 1'b1)
            if (gameover[9])
                wd <= {gameover[8], ~gameover[8]}; 
            else if (ud == 2'b0)
                wd <= ~wd;
            else
                wd <= wd;
        else
            wd <= wd;
endmodule
`timescale 1ns / 1ps
module debouncer(
    input clk,
    input rst,
    input I,
    output Y
    );
    parameter N=16'hffff;    
    reg [15:0] C;            
    reg [1:0] ps;            
    always@(posedge clk, posedge rst)
        if (rst == 1'b1)
            C <= 'b0;
        else if (ps == 2'b01 || ps == 2'b10)
            C <= C + 1'b1;  
        else
            C <= 'b0;  
    always@(posedge clk, posedge rst)  
        if (rst == 1'b1)
            ps <= 'b0;
        else case (ps)
            2'b00: ps <= (I) ? 2'b01 : 2'b00;                        
            2'b01: ps <= (I) ? (C == N) ? 2'b11 : 2'b01 : 2'b00;     
            2'b11: ps <= (I) ? 2'b11 : 2'b10;                        
            2'b10: ps <= (I) ? 2'b11 : (C == N) ? 2'b00 : 2'b10;     
        endcase
    assign Y = ps[1];  
endmodule
`timescale 1ns / 1ps
module pulser(
    input       clk,
    input       rst,
    input       I,
    output wire Y
    );
    parameter PE=1;
    reg [1:0] ps;  
    always@(posedge clk, posedge rst)
        if (rst == 1'b1)
            ps <= 2'b0;
        else case (ps)  
            2'b00: ps <= (I) ? 2'b01 : 2'b00;    
            2'b01: ps <= 2'b11;                  
            2'b10: ps <= 2'b00;                  
            2'b11: ps <= (I) ? 2'b11 : 2'b10;    
        endcase
    assign Y = (ps == (PE ? 2'b01 : 2'b10)) ? 1'b1 : 1'b0;
endmodule
```

## ./run.sh

```bash
#!/bin/bash
# OpenROAD 26Q1-2900-gdf79404cd8, Yosys 0.63+post, stock flow scripts
make -C /OpenROAD-flow-scripts/flow DESIGN_CONFIG=/design/flow/config.mk WORK_HOME=/design/flow/orfs finish
```

## ./config.mk

```make
export PLATFORM = sky130hd
export DESIGN_NAME = btn_flsm
export DESIGN_NICKNAME = btn_flsm
export VERILOG_FILES = /design/flow/design.v
export SDC_FILE = /design/flow/constraint.sdc
export NUM_CORES = 4
export LEC_CHECK = 1
export CORE_UTILIZATION = 30
```

## ./constraint.sdc

```tcl
current_design btn_flsm

set clk_period 2.5
set clk_io_pct 0.2

create_clock -name clk0 -period $clk_period [get_ports {clk}]

set non_clock_inputs [all_inputs -no_clocks]
set_input_delay [expr $clk_period * $clk_io_pct] -clock clk0 $non_clock_inputs
set_output_delay [expr $clk_period * $clk_io_pct] -clock clk0 [all_outputs]
```

==> results.ini <==
[drt]
vias=3773
dr.pass1.iters=4
viasPerCell=4.77
wl_microns=9350
drt_first_iter_violations=210
diodes=0
antenna_left=0
wl_per_cell_microns=11.8
drc=0

[synthesis]
ys_seq_elements=116
ys_seq_share_pct=51.5
avgSynthCellArea_sq_um=10.9
synth-edff-count=0
ys_warn_count=3
ys_top_cells_by_area=dfrtp_1, ha_1, and2_1, xnor2_1, xor2_1
synth.largest_area_cell=dfrtp_1
synth_area_sq_um=5650
synthCells=520
async_reset_ff_share_pct=100
netlist.area_leader.share_pct=48.7
yosysCellCount=520
ys_chip_area_sq_um=5650
yosys_most_used_dff=dfrtp_1
synth_cell_type_count=44

[placed_design]
gp_congestion=0.803
port_buffers=17
place_hpwl_microns=5890

[clocking]
cts_sinks=116
cts_inserted_buffers=17
ctsHoldBuffers=0
cts_resized=0
cts_tree=built
clk_pin_slew_ns=0.05
cts_setup_buffers=0
cts.path.max_buffers=2
ctsHtreeMaxLevel=4
clockRootBuffer=clkbuf_16
clk_latency_ns=0.40

[pwr]
power.density_nw_per_um2=647
leakage_nw=3.06
totalPowerFinal_mw=4.32
peakVddDrop_mv=0.476

[finish]
most-common-layout-cells=dfrtp_1, and2_1, nand3_1, ha_1, xnor2_1
mostFrequentLayoutCell=dfrtp_1
syn_to_final_growth_pct=18.1
drive_above_1_share_pct=9.07

[final_timing]
setup-violations-final=0
max_freq_ghz=0.525
final.setup_skew_ns=0.00751
worstMarginPinSlew_ns=0.516
hold_viol_final=0
drv_slew=0
rsz0062_at_grt=false
period_needed_ns=1.90
fin_tns_setup_ns=0
period_used_pct=76.2
max_slew_margin_pct=65.3

[global_route]
grt_usage_pct=10.5
grt_antenna_before_repair=0
grt_pass1_wl_microns=16900
grt-ovfl-total=0
grt_max_degree=71
first_global_vias=3725

[critical_path]
critPathSlowestCell=dfstp_2
rr_startpoint=dbL.C[0]
worst_path_dominant_cell_family=flip-flops
crit_chain=clkdlybuf4s50_1
critPathKind=reg2out
worstPathRequired_ns=2.00
critical_path.max_stage_delay_ns=0.55
end_kind=primary output
worstPathMaxFanout=4
startpoint=wd[0]
start_kind=flop
critPathBufInv=1
arrival_ns=1.40

[floorplanning]
rows=49
die_x_microns=139
die_h_microns=139
boundaryPins=26
fp_util_pct=31.1
core_sq_um=18200
fp.dieArea_sq_um=19400

[outcome]
outcome=finished clean

[job]
drv_cap=0
tool_warnings=50

[hold_path]
hp-class=reg2reg
min_from=pD.ps[1]

Yosys cell counts (all sizes together) (5+ instances only):
cell type    n
a211oi      11
o21ai       19
nand3       30
a21oi        6
xor2        26
nor2b       13
a21boi      10
dfrtp      110
nor4        18
or3         12
ha          30
a21o         9
o31a         5
nand2       25
nand4       23
xnor2       29
and2        53
nor3        11
dfstp        6
nor2        22
inv         28
final timing paths:
kind                              to  slack, ns  depth (start not counted)
min in group asynchronous   dbU.C[8]       0.55                          3
max in group asynchronous      wd[0]       1.57                          3
hold / removal              pD.ps[0]       0.42                          1
hold reg to reg             pD.ps[0]       0.42                          1
setup / recovery               wd[0]       0.60                          1
setup reg to reg           dbL.ps[1]       0.73                          5
flip-flops by register name, indices dropped and copies added (netlist names):
signal,count
dbR.C,16
pU.ps,4
dbD.C,16
addr,4
dbU.C,16
wd,2
dbL.ps,2
dbU.ps,2
pC.ps,4
dbC.ps,2
pL.ps,4
pR.ps,4
pD.ps,4
dbL.C,16
dbC.C,16
dbR.ps,2
dbD.ps,2
layout make-up:
type	instances	area, sq um
clock buffer	24	502
clock inverter	5	50.0
fill	1676	11500
inverter	28	109
tap	229	287
multi-input combinational	370	2610
timing repair buffer	19	210
sequential	116	2910
cells by family after synthesis:
family / Yosys count / synth area share (%)
adder cells (fa/ha/maj): 30 / 6.64
buffers and inverters: 34 / 2.32
multiplexers: 2 / 0.354
AND/OR/NAND/NOR: 219 / 23.2
XOR/XNOR: 55 / 8.52
AND-OR/OR-AND: 64 / 7.52
flip-flops: 116 / 51.5
through the flow:
stage | worst slack (ns) | hold slack (ns) | instance area, sq um | cells | util, %
2_1_floorplan | 0.591 | 0.405 | 5660 | 520 | -
3_3_place_gp | 0.769 | 0.410 | 6130 | 762 | 33.7
3_5_place_dp | 0.713 | 0.415 | 6130 | 762 | 33.7
4_1_cts | 0.583 | 0.424 | 6680 | 791 | 36.7
5_1_grt | 0.534 | 0.424 | 6680 | 791 | 36.7
6_report | 0.595 | 0.420 | 6680 | 791 | 36.7
power breakdown:
| part | total, mW | internal (mW) | switching [mW] |
|---|---|---|---|
| clock network | 2.24 | 1.47 | 0.764 |
| registers | 1.93 | 1.91 | 0.0234 |
| logic | 0.158 | 0.0604 | 0.0976 |
| total | 4.32 | 3.44 | 0.885 |
layer usage:
| metal | GRT usage (%) | share of wire, % | up-vias |
|---|---|---|---|
| li1 | - | - | 1869 |
| met1 | 16.4 | 51 | 1837 |
| met2 | 15.7 | 45 | 59 |
| met3 | 2.49 | 3.7 | 8 |
| met4 | 1.35 | 1.1 | 0 |
| met5 | 0 | 0 | - |
Power is estimated from default activity; no workload was simulated.
