==> /design/flow/design.v <==
`timescale 1ns / 1ps
module go_decode(
    input [9:0] gameover,
    input [3:0] addr,
    output reg [11:0] color
    );
    always@(gameover, addr)
        if (~gameover[9])
            color = 12'h000;
        else case (addr)  
            4'h0: color = (gameover[0] | gameover[3] | gameover[6]              ) ? 12'h0f0 : 12'h000; 
            4'h1: color = (gameover[0] | gameover[4]                            ) ? 12'h0f0 : 12'h000;
            4'h2: color = (gameover[0] | gameover[5] | gameover[7]              ) ? 12'h0f0 : 12'h000;
            4'h4: color = (gameover[1] | gameover[3]                            ) ? 12'h0f0 : 12'h000;
            4'h5: color = (gameover[1] | gameover[4] | gameover[6] | gameover[7]) ? 12'h0f0 : 12'h000;
            4'h6: color = (gameover[1] | gameover[5]                            ) ? 12'h0f0 : 12'h000;
            4'h8: color = (gameover[2] | gameover[3] | gameover[7]              ) ? 12'h0f0 : 12'h000;
            4'h9: color = (gameover[2] | gameover[4]                            ) ? 12'h0f0 : 12'h000;
            4'ha: color = (gameover[2] | gameover[5] | gameover[6]              ) ? 12'h0f0 : 12'h000;
            default: color = 12'h000;
        endcase
endmodule
==> /design/flow/run.sh <==
#!/bin/bash
# OpenROAD 26Q1-2900-gdf79404cd8, Yosys 0.63+post, stock flow scripts
make -C /OpenROAD-flow-scripts/flow DESIGN_CONFIG=/design/flow/config.mk WORK_HOME=/design/flow/orfs finish
==> /design/flow/config.mk <==
export PLATFORM = sky130hd
export DESIGN_NAME = go_decode
export DESIGN_NICKNAME = go_decode
export VERILOG_FILES = /design/flow/design.v
export SDC_FILE = /design/flow/constraint.sdc
export NUM_CORES = 4
export LEC_CHECK = 1
export CORE_AREA = 10 10 70 70
export DIE_AREA = 0 0 80 80
==> /design/flow/constraint.sdc <==
current_design go_decode

set clk_period 1.7
set clk_io_pct 0.2

create_clock -name clk0 -period $clk_period

set non_clock_inputs [all_inputs -no_clocks]
set_input_delay [expr $clk_period * $clk_io_pct] -clock clk0 $non_clock_inputs
set_output_delay [expr $clk_period * $clk_io_pct] -clock clk0 [all_outputs]
==> results.json <==
{
  "total_power_uw": 99.99,
  "synth.top_cell.area_share_pct": 40.24,
  "fp_util_pct": 6.007,
  "worstPathCellList": "buf_2 -> nor3_2 -> o21ai_1 -> nor4b_2 -> o311a_4 -> buf_6",
  "syn2layout_area_growth_pct": 133.5,
  "ys_cells": 30,
  "vias": 257,
  "synth.most_common_cell": "buf_4",
  "yosysSeqAreaShare_pct": 0,
  "chipWidth_um": 80,
  "synth_cell_type_count": 17,
  "period_needed_ns": 1.739,
  "crit_path_max_incr_delay_ns": 0.40,
  "p_per_area_mw_per_mm2": 208.7,
  "syn-cell-area_um2": 205.2,
  "grt_pass1_wl_um": 1317,
  "io_buffers": 17,
  "drt-total-wl_um": 896,
  "core_area_mm2": 0.003416,
  "route.detailed.drc": 0,
  "synth_cells": 30,
  "path_class": "input port to output port",
  "worstHoldPathCells": 4,
  "setup_ws_ns": -0.03915,
  "gp_congestion": 0.8160,
  "cp_data_required_time_ns": 1.36,
  "antenna_found_initial": 0,
  "io_pins": 26,
  "holdWs_ns": 1.165,
  "setup_viol": 4,
  "ys_top_cells_by_area": "buf_4, o21ai_0, a2111oi_2, a21oi_1, mux2i_1",
  "rows": 21,
  "nFlopsAndLatches": 0,
  "cap_violations": 0,
  "flop_area_um2": 0,
  "rsz0062_at_grt": "true",
  "power.leakage_nw": 0.2058,
  "warnings": 35,
  "post-place-ws_ns": -0.8922,
  "clock_buffers": 0,
  "gr-usage-met3_pct": 1.023,
  "hold_viol": 0,
  "ant_nets": 0,
  "fin_util_pct": 14.03,
  "ys_area_um2": 205.2,
  "grtUsageMet1_pct": 3.296,
  "ir_drop_v": 0.00003763,
  "cp-start-kind": "input port",
  "fin_cells": 94,
  "holdPathEnd": "color[5]",
  "grt-busiest-layer": "met2",
  "syn_area_per_cell_um2": 6.840,
  "slowest_stage": "o311a_4",
  "drtPass1Iterations": 2,
  "cp.arrival_ns": 1.40,
  "dp_cells": 92,
  "hold_class": "input port to output port",
  "n_antenna_cell": 0,
  "grt_max_degree": 6,
  "gr-usage-all-layers_pct": 2.424,
  "grt_overflow": 0,
  "vias_per_cell": 2.734,
  "hp-start": "addr[0]",
  "drtIter0Drc": 2,
  "max_freq_mhz": 575.0,
  "dpl.hpwl_um": 706,
  "yosysWarnings": 1,
  "die-area_mm2": 0.006400,
  "finalClockPeriodUsage_pct": 102.3,
  "grt_pass1_vias": 280,
  "top_cells_by_count": "buf_4, o21ai_0, a21oi_1",
  "endpoint_kind": "output port",
  "violations": "negative setup slack",
  "use_met2_pct": 3.692,
  "crit_path_max_fanout": 4,
  "drive_above_1_share_pct": 50.00,
  "drv_slew": 0,
  "wl_per_cell_um": 9.532,
  "top_area_cell": "buf_4",
  "die-height_um": 80,
  "status": "complete, but fails checks"
}
==> final cells by class <==
type	instances	area, µm²
tap	46	57.56
inverter	2	10.01
fill	391	2937
multi-input combinational	24	196.4
timing repair buffer	22	215.2
==> layer usage <==
metal,wire length (µm),up-vias
li1,-,122
met1,399,117
met2,375,18
met3,121,0
met4,0,0
met5,0,-
==> stage by stage <==
step	instance area, µm²	TNS, ns
6_report	479.2	-0.1522
3_5_place_dp	399.1	-3.484
2_1_floorplan	231.5	0
5_1_grt	479.2	-0.3329
3_3_place_gp	399.1	-3.429
4_1_cts	396.6	-0.1684
==> power by group <==
group | internal [mW] | switching, mW | leakage (nW)
registers | 0 | 0 | 0
logic | 0.0635 | 0.0365 | 0.206
clock network | 0 | 0 | 0
total | 0.0635 | 0.0365 | 0.206
==> timing repair <==
action,4_1_cts,5_1_grt
endpoints found under the setup margin,4,4
setup buffers,1,1
endpoints found under the hold margin,0,0
gates resized,57,15
hold buffers,0,0
pin swaps,8,4
==> how the worst max path moves through the flow <==
stage	start	endpoint	slack (ns)
4_1_cts	addr[2]	color[4]	-0.05
5_1_grt	gameover[7]	color[4]	-0.08
6_report	gameover[7]	color[4]	-0.04
==> worst max-delay path: cells and delay by family <==
kind	cells	cell delay [ns]
compound gates	2	0.49
simple gates	2	0.33
buf+inv	2	0.24
==> logic make-up (layout without fill, tap and decap cells) <==
group,Yosys count,after routing,share of synthesized area [%]
AND/OR/NAND/NOR,7,7,21.34
other,1,8,1.828
multiplexers,1,1,4.878
AND-OR/OR-AND,8,8,28.05
buffers and inverters,13,24,43.90
==> cell usage in the layout, fill, tap and decap left out, types with 2 or more instances in the layout <==
cell and count:
buf_2 2, buf_8 2, buf_6 6, dlygate4sd2_1 3
conb_1 8, o21ai_1 2, buf_4 5
No activity file was given, so power comes from the tool's default toggle rates.
